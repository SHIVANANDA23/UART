**flow/config.mk**
```make
export PLATFORM = sky130hd
export DESIGN_NAME = uart_rx
export DESIGN_NICKNAME = uart_rx
export VERILOG_FILES = /design/flow/design.v
export SDC_FILE = /design/flow/constraint.sdc
export NUM_CORES = 4
export LEC_CHECK = 1
export CORE_AREA = 10 10 109 109
export DIE_AREA = 0 0 119 119
```
**flow/constraint.sdc**
```tcl
current_design uart_rx

set clk_period 2.6
set clk_io_pct 0.2

create_clock -name clk0 -period $clk_period [get_ports {clk}]

set non_clock_inputs [all_inputs -no_clocks]
set_input_delay [expr $clk_period * $clk_io_pct] -clock clk0 $non_clock_inputs
set_output_delay [expr $clk_period * $clk_io_pct] -clock clk0 [all_outputs]
```
**flow/design.v**
```verilog
`timescale 1ns / 1ps
`timescale 1ns / 1ps
module uart_rx
    (
        input clk, reset_n,
        input rx, s_tick,
        output reg rx_done_tick,
        output [8 - 1 : 0] rx_dout);
    localparam idle = 0, start = 1, data = 2, stop = 3;
    reg [1 : 0] state_reg, state_next;
    reg [3 : 0] s_reg;
    reg [3 : 0] s_next;  
    reg [8 - 1 : 0] n_reg;
    reg [8 - 1 : 0] n_next;         
    reg [8 - 1 : 0] b_reg, b_next;  
    always @(posedge clk, negedge reset_n)
    begin
        if (~reset_n)
        begin
            state_reg <= idle;
            s_reg = 1'b0;
            n_reg = 1'b0;
            b_reg = 1'b0;
        end
        else
        begin
            state_reg <= state_next;
            s_reg = s_next;
            n_reg = n_next;
            b_reg = b_next;
        end
    end
    always @(negedge clk)
    begin
        state_next = state_reg;
        s_next = s_reg;
        n_next = n_reg;
        b_next = b_reg;
        rx_done_tick = 1'b0;
        case (state_reg)
        idle:
            if (~rx)
            begin
                s_next = 1'b0;
                state_next = start;
            end
        start:
            if (s_tick)
                if (s_reg == 0)
                begin
                    s_next = 1'b0;
                    n_next = 1'b0;
                    state_next = data;
                end
                else
                    s_next = s_reg + 1'b1;
        data:
            if (s_tick)
                if (s_reg == 0)
                begin
                    s_next = 0;
                    b_next = {rx, b_reg[8 - 1 : 1]};  
                    if (n_reg == (8 - 1))
                        state_next = stop;
                    else
                        n_next = n_reg + 1'b1;
                end
                else
                    s_next = s_reg + 1'b1;
        stop:
            if (s_tick)
                if (s_reg == (16 - 1))
                begin
                    rx_done_tick = 1'b1;
                    state_next = idle;
                end
                else
                    s_next = s_reg + 1'b1;
        default:
            state_next = idle;
        endcase
    end
    assign rx_dout = b_reg;
endmodule
```
**flow/run.sh**
```bash
#!/bin/bash
# OpenROAD 26Q1-2900-gdf79404cd8, Yosys 0.63+post, stock flow scripts
make -C /OpenROAD-flow-scripts/flow DESIGN_CONFIG=/design/flow/config.mk WORK_HOME=/design/flow/orfs finish
```
==> flow_summary.yaml <==
# yosys + openroad results
status:
  outcome: "finished with violations"
  violations: "setup timing"
sta:
  layout_setup_ws_ps: -390
  finalHoldViolCount: 0
  finalClockSkew_ps: 66.6
  holdWs_ps: 560
  worst_slew_pin_slew_ps: 362
  grt_setup_unrepaired: "true"
  setup_viol: 22
  slew_violations: 0
  slew_headroom_pct: 75.5
synth:
  edf_count: 0
  ys_cells: 165
  muxShareOfSynthArea_pct: 5.47
  syn-cell-area_sq_um: 1830
  logic_family: "AND-OR/OR-AND gates"
  ys_seq_share_pct: 55.3
  ys_seq_elements: 45
  fa_ha_area_share_pct: 5.47
  synth.area.top_cells: "dfrtp_1 (30%), dfxtp_1 (25%), ha_1 (5.5%)"
  ys_sh_aoi_pct: 16.4
  yosysTopAreaCell: "dfrtp_1"
  yosys_most_used_dff: "dfxtp_1"
  async_reset_ff_share_pct: 48.9
  synth_cell_types: 45
  synth_xor_xnor_area_share_pct: 0
  yosys_area_sq_um: 1830
  syn_avg_cell_area_sq_um: 11.1
  synth_cells: 165
  top_area_share_pct: 30.1
  yosys_warnings: 1
  synthSimpleGateAreaFrac_pct: 14.2
floorplanning:
  rows: 36
  io_pins: 13
  fp_util_pct: 19.0
  chipWidth_um: 119
  fp.dieH_um: 119
  core_area_sq_um: 9640
  dieArea_sq_um: 14200
flow_run:
  warnings: 56
  drv_cap: 0
routing:
  drc: 0
  ant_nets: 0
  wl_per_cell_um: 10.6
  wirelength_um: 4120
  dr.pass1.iters: 4
  vias_per_cell: 3.99
  antenna_cells: 0
  drt_iter0_drc: 67
  route.vias.total: 1553
clock_tree:
  cts_sinks: 45
  cts_tree: "yes"
  path_clk_slew_ps: 90
  cts_hold_buf: 0
  cts-root-buf: "clkbuf_8"
  clkLatencyLatePin_ps: 360
  ctsLongestPathBuffers: 2
  cts_max_level: 2
  cts_made_buffers: 5
critical_path:
  cp_data_arrival_time_ps: 1920
  start_kind: "register"
  rr_worst_depth: 4
  cp-end-kind: "register"
  cp.required_ps: 1530
  r2r_start: "n_reg[3]"
  worstPathMaxFanout: 7
  rr_endpoint: "n_next[6]"
  path_class: "reg -> reg"
  ff2ff_setup_slack_ps: -390
power_and_ir_drop:
  power_frac_seq_pct: 29.7
  pwr-share-comb_pct: 47.3
  ir_worst_vdd_v: 0.000387
  switching_share_pct: 34.7
  powerDensity_nw_per_um2: 989
  leakagePower_nw: 1.35
  internal_power_w: 0.00194
  power.switching_w: 0.00103
  clkPwrFrac_pct: 22.9
placement:
  io_buffer_count: 12
  hpwl_um: 2890
  gp_congestion: 0.885
  dp.cells: 349
global_route:
  grt-ovfl-total: 0
  antenna_found_initial: 0
  grtUsageTotal_pct: 5.79
  grt_pass1_vias: 1479
  grt_start_max_net_pins: 23
  grt_pass1_wl_um: 7070
layout:
  fin_cells: 389
  layout-drive-gt1-share_pct: 41.4
  area_growth_pct: 64.5
worst_hold_path:
  hp-class: "in -> async"
==> power by group through the flow <==
stage / combinational, W / sequential, W / clock, W
final: 0.00141 / 0.000885 / 0.000682
after global routing: 0.00152 / 0.000900 / 0.000770
after CTS: 0.00127 / 0.000885 / 0.000692
==> through the flow <==
step | area, sq um | utilization [%] | total power, W | TNS (ps) | setup WS (ps)
after CTS | 2910 | 30.2 | 0.00285 | -6220 | -392
after global placement | 2560 | 26.6 | 0.00199 | -16490 | -834
after global routing | 3010 | 31.2 | 0.00319 | -6830 | -410
after floorplan | 1970 | - | 0.00157 | -4800 | -449
final | 3010 | 31.2 | 0.00298 | -5480 | -390
after detailed placement | 2560 | 26.6 | 0.00200 | -17020 | -866
==> what timing repair did <==
action,CTS,global route
setup endpoints to repair,23,22
resized,23,13
setup buffers,7,4
pin swaps,12,8
==> worst max path at each step <==
stage / from / end
4_1_cts: n_reg[3] / n_next[6]
5_1_grt: state_reg[1] / n_next[6]
6_report: n_reg[3] / n_next[6]
==> synthesized netlist by cell type, types with 3 or more instances <==
cell type and count:
mux2_1 8, o21ai_1 5, nor3_1 3, a22oi_1 4
dfxtp_1 23, nand2_1 14, nand2b_1 3, clkbuf_1 5
o41ai_1 3, dfrtp_1 22, o21ai_0 3, inv_1 8
nand3_1 6, nor2_1 3, nor2b_1 3, and3_1 5
a21oi_1 3, ha_1 8
==> area by class of cell <==
cell class	count	area, sq um
Sequential cell	45	1010
Clock inverter	26	134
Inverter	7	26.3
Timing Repair Buffer	68	578
Clock buffer	5	68.8
Fill cell	964	6630
Tap cell	133	166
Multi-Input combinational cell	105	1020
==> cells by family (layout without fill, tap and decap cells) <==
family / count (synthesis) / in the layout
mux: 9 / 9
compound gates: 40 / 40
flops: 45 / 45
simple gates: 48 / 48
buf+inv: 15 / 106
fa+ha+maj: 8 / 8
==> worst max-delay path, cell delays in order, from the launching register on <==
cell	delay, ps
dfrtp_1	380
or4_4	540
or3_4	400
a32oi_1	210
o21ai_1	100
==> layer usage <==
| metal | global-route usage [%] | up-vias | wire length (um) |
|---|---|---|---|
| li1 | - | 794 | - |
| met1 | 8.75 | 732 | 2220 |
| met2 | 8.20 | 23 | 1670 |
| met3 | 1.92 | 4 | 211 |
| met4 | 0.458 | 0 | 21 |
| met5 | 0 | - | 0 |
==> placed cells by master (no fill, tap or decap), types with 2 or more instances in the layout <==
cell type	count
o22ai_1	2
buf_6	8
dfxtp_1	23
ha_1	4
nor2_1	3
nor4_1	2
nand2b_1	2
nor2b_1	2
a22oi_1	4
o21ai_1	5
nor3_1	2
inv_1	26
o21ai_2	2
clkbuf_8	5
ha_4	4
nand3_1	6
nand4_1	2
dfrtp_1	21
inv_6	2
inv_2	4
a31oi_1	2
clkdlybuf4s50_1	10
buf_4	47
a32oi_1	2
mux2_4	8
a21oi_4	2
nand2_1	13
o21a_1	2
and3_1	4
Power figures rest on the tool's default switching activity, not on a simulated workload.
